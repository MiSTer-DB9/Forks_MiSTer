--- flow/run.sh ---
#!/bin/bash
# OpenROAD 26Q1-2900-gdf79404cd8, Yosys 0.63+post, stock flow scripts
make -C /OpenROAD-flow-scripts/flow DESIGN_CONFIG=/design/flow/config.mk WORK_HOME=/design/flow/orfs finish
--- flow/config.mk ---
export PLATFORM = sky130hd
export DESIGN_NAME = db9_key_gate
export DESIGN_NICKNAME = db9_key_gate
export VERILOG_FILES = /design/flow/design.v
export SDC_FILE = /design/flow/constraint.sdc
export NUM_CORES = 4
export LEC_CHECK = 1
export CORE_UTILIZATION = 50
--- flow/constraint.sdc ---
current_design db9_key_gate

set clk_period 35.9
set clk_io_pct 0.2

create_clock -name clk0 -period $clk_period [get_ports {clk}]

set non_clock_inputs [all_inputs -no_clocks]
set_input_delay [expr $clk_period * $clk_io_pct] -clock clk0 $non_clock_inputs
set_output_delay [expr $clk_period * $clk_io_pct] -clock clk0 [all_outputs]
--- flow/design.v ---
module db9_key_gate #(
	parameter [255:0] MASTER_ROOT = 256'h0
) (
	input              clk,
	input              cmd_db9,
	input        [5:0] byte_cnt,
	input       [15:0] io_din,
	output      [31:0] feature_mask,
	output             saturn_unlocked
);
	localparam [5:0] PAYLOAD_FIRST    = 6'd1;
	localparam [5:0] PAYLOAD_LAST     = 6'd16;
	localparam [5:0] TAG_FIRST        = 6'd17;
	localparam [5:0] TAG_LAST         = 6'd20;
	localparam       FEATURE_MASK_LSB = 192;
	reg [255:0] payload   = 0;
	reg  [63:0] tag_in    = 0;
	reg         start_sip = 0;
	always @(posedge clk) begin
		start_sip <= 1'b0;
		if (cmd_db9) begin
			if (byte_cnt >= PAYLOAD_FIRST && byte_cnt <= PAYLOAD_LAST)
				payload[(byte_cnt - PAYLOAD_FIRST) * 16 +: 16] <= io_din;
			else if (byte_cnt >= TAG_FIRST && byte_cnt <= TAG_LAST)
				tag_in[(byte_cnt - TAG_FIRST) * 16 +: 16] <= io_din;
			if (byte_cnt == TAG_LAST) start_sip <= 1'b1;
		end
	end
	wire [63:0] tag_expected;
	wire        sip_done;
	siphash24 u_sip (
		.clk   (clk),
		.start (start_sip),
		.key   (MASTER_ROOT[127:0]),
		.msg   (payload),
		.tag   (tag_expected),
		.done  (sip_done)
	);
	wire eq = ~|(tag_expected ^ tag_in);
	reg [31:0] feature_mask_r = 0;
	always @(posedge clk) begin
		if (sip_done)
			feature_mask_r <= eq ? payload[FEATURE_MASK_LSB +: 32] : 32'b0;
	end
	assign feature_mask    = feature_mask_r;
	assign saturn_unlocked = feature_mask_r[0];
endmodule
module siphash24 (
	input              clk,
	input              start,         
	input      [127:0] key,           
	input      [255:0] msg,           
	output reg  [63:0] tag = 0,       
	output reg         done = 0       
);
	reg [63:0] v0 = 0, v1 = 0, v2 = 0, v3 = 0;
	reg [2:0]  state       = 0;
	reg [2:0]  blk         = 0;   
	reg [1:0]  sip_left    = 0;   
	reg        sip_phase   = 0;   
	reg        in_finalize = 0;   
	reg [63:0] s_a1 = 0, s_b0 = 0, s_c0 = 0, s_d0 = 0;
	localparam ST_IDLE     = 3'd0;
	localparam ST_BLK_PRE  = 3'd1;   
	localparam ST_SIP      = 3'd2;   
	localparam ST_BLK_POST = 3'd3;   
	localparam ST_FIN_PRE  = 3'd4;   
	localparam ST_DONE     = 3'd5;
	wire [63:0] cur_blk =
		(blk == 3'd0) ? msg[ 63:  0] :
		(blk == 3'd1) ? msg[127: 64] :
		(blk == 3'd2) ? msg[191:128] :
		(blk == 3'd3) ? msg[255:192] :
		                {8'd32, 56'h0};
	wire [63:0] a0 = v0 + v1;
	wire [63:0] b0 = {v1[50:0], v1[63:51]} ^ a0;
	wire [63:0] a1 = {a0[31:0], a0[63:32]};
	wire [63:0] c0 = v2 + v3;
	wire [63:0] d0 = {v3[47:0], v3[63:48]} ^ c0;
	wire [63:0] a2 = s_a1 + s_d0;
	wire [63:0] d1 = {s_d0[42:0], s_d0[63:43]} ^ a2;
	wire [63:0] c1 = s_c0 + s_b0;
	wire [63:0] b1 = {s_b0[46:0], s_b0[63:47]} ^ c1;
	wire [63:0] c2 = {c1[31:0], c1[63:32]};
	always @(posedge clk) begin
		done <= 1'b0;   
		case (state)
			ST_IDLE: begin
				if (start) begin
					v0 <= key[ 63:  0] ^ 64'h736f6d6570736575;
					v1 <= key[127: 64] ^ 64'h646f72616e646f6d;
					v2 <= key[ 63:  0] ^ 64'h6c7967656e657261;
					v3 <= key[127: 64] ^ 64'h7465646279746573;
					blk   <= 3'd0;
					state <= ST_BLK_PRE;
				end
			end
			ST_BLK_PRE: begin
				v3          <= v3 ^ cur_blk;
				sip_left    <= 2'd1;              
				sip_phase   <= 1'b0;
				in_finalize <= 1'b0;
				state       <= ST_SIP;
			end
			ST_SIP: begin
				if (sip_phase == 1'b0) begin
					s_a1 <= a1; s_b0 <= b0; s_c0 <= c0; s_d0 <= d0;
					sip_phase <= 1'b1;
				end else begin
					v0 <= a2; v1 <= b1; v2 <= c2; v3 <= d1;
					sip_phase <= 1'b0;
					sip_left  <= sip_left - 2'd1;
					if (sip_left == 2'd0)
						state <= in_finalize ? ST_DONE : ST_BLK_POST;
				end
			end
			ST_BLK_POST: begin
				v0 <= v0 ^ cur_blk;
				if (blk == 3'd4) state <= ST_FIN_PRE;
				else begin blk <= blk + 3'd1; state <= ST_BLK_PRE; end
			end
			ST_FIN_PRE: begin
				v2          <= v2 ^ 64'hff;
				sip_left    <= 2'd3;              
				sip_phase   <= 1'b0;
				in_finalize <= 1'b1;
				state       <= ST_SIP;
			end
			ST_DONE: begin
				tag   <= v0 ^ v1 ^ v2 ^ v3;
				done  <= 1'b1;
				state <= ST_IDLE;
			end
			default: state <= ST_IDLE;
		endcase
	end
endmodule
==> reports/metrics.yaml <==
start_kind: "input port"
grt_max_degree: 114
postCtsSetupBuffers: 0
simple_gate_share_pct: 9.61
overflow: 0
slowest_stage: "nor2_2"
fillerInstances: 9596
critPathBufInv: 1
core_util_floorplan_pct: 50.4
yosys_area_mm2: 0.0577
path_class: "in -> reg"
xor_area_share_pct: 12.7
top_area_cell: "edfxtp_1"
fin_ws_ps: 24090
die_w_um: 342
placementRows: 124
end_kind: "register"
synthCells: 5150
hpwl_um: 201000
final.hold.worst_slack_ps: 561
h-tree-depth: 3
required_ps: 36380
drive_gt1_share_pct: 13.4
core_region_area_mm2: 0.114
drt-initial-drc-count: 3654
wl_um: 249000
final_core_util_pct: 55.8
crit_top_cell: "nor4_1"
drv_slew: 0
fmax_mhz: 84.7
ys_seq_elements: 940
fin_cells: 6779
antenna_found_initial: 22
portBuffers: 56
synth-main-ff-cell: "edfxtp_1"
setup_tns_ps: 0
clk_latency_ps: 750
die_y_um: 342
top_logic_kind: "AND-OR/OR-AND gates"
syn_to_final_growth_pct: 10.7
cpLargestDelayFamily: "simple AND/OR/NAND/NOR gates"
ys_warn_count: 2
ys_async_sr_fraction_pct: 0
slowest_delay_ps: 790
grt_first_pass_wirelength_um: 340000
finalCritPeriodShare_pct: 32.9
logic_area_mm2: 0.0281
antenna_left: 0
synthTopCellsByArea: "edfxtp_1 (49%), mux2_2 (6.3%), xnor2_1 (6.2%)"
seq_area_mm2: 0.0282
top_level_ports: 57
cts_buffers: 104
num_vias: 43700
adder_share_pct: 6.11
path_clk_slew_ps: 60
setup_viol: 0
cts_resized: 0
cts_root_buffer: "clkbuf_16"
tritoncts: "yes"
final_area_mm2: 0.0638
hold_viol: 0
worst_slew_pin_slew_ps: 1330
ys_seq_share_pct: 48.9
most_common_cell: "edfxtp_1"
cp.arrival_ps: 12280
worst-path-max-fanout: 16
drc: 0
min_period_ps: 11810
vias_per_cell: 6.45
ys_sh_mux_pct: 6.65
hold_path_class: "reg -> reg"
drtPass1Iterations: 6
chipArea_mm2: 0.117
grtUsageTotal_pct: 46.0
yosysTopAreaCellShare_pct: 48.8
synth-edff-count: 938
netlist_area_mm2: 0.0577
clockBufferDepth: 3
cts_hold_buf: 0
syn_area_per_cell_um2: 11.2
aoi_share_pct: 13.5
pre_cts_ws_ps: 23280
outcome: "finished, final reports clean"
warnings: 41
cts.sinks: 940
slew_headroom_pct: 11.1
gp_congestion: 1.14
ys_types: 91
wl_per_cell_um: 36.8
rsz0062_at_grt: "false"
maxCapViolCount: 0
dpl_cell_area_mm2: 0.0603
worstPathCellList: "clkdlybuf4s50_1, nor4_1, a21oi_1, o22a_1, o22ai_1, nand2b_1, ha_1, nor4b_1, nand3_1, nor4_1, and3_1, nand2_1, nor2_2, mux2_2"
ys_cells: 5150
grt_pass1_vias: 43100
fin_worst_skew_ps: 68.6
common_cells: "edfxtp_1 (938), a21oi_1 (414), xnor2_1 (405), xor2_1 (393), nand2_1 (385)"
dpl.cell_count: 6579
==> layer usage <==
metal	vias to the layer above	routed length, µm	GRT usage (%)
li1	19200	-	-
met1	21500	85600	58.1
met2	2422	104000	61.8
met3	602	35100	25.1
met4	18	24300	32.5
met5	-	290	0.572
==> worst paths after layout <==
kind         cells past startpoint  slack (ps)         startpoint                 to
max                             14       24090        byte_cnt[0]       payload[110]
min                              1         560  u_sip.sip_left[0]  u_sip.sip_left[0]
min reg2reg                      1         560  u_sip.sip_left[0]  u_sip.sip_left[0]
max reg2reg                     13       30430      u_sip.s_b0[4]       u_sip.v1[49]
==> cell families after synthesis <==
family / after synthesis
AOI/OAI and AO/OA: 1218
xor gates and xnor gates: 813
adders and majority gates: 279
buffers and inverters: 373
DFF: 940
muxes: 343
and+or+nand+nor: 1184
==> cell usage in the layout, fill, tap and decap left out, types with 41 or more instances in the layout <==
cell type,netlist,layout
o21ai_0,213,213
o21bai_1,59,59
clkdlybuf4s50_1,0,56
nor3_1,44,43
edfxtp_1,938,938
ha_1,275,274
inv_1,76,76
o22ai_1,41,41
a311oi_1,68,68
o211ai_1,60,60
xor2_1,393,393
nand2_1,385,382
and2_1,45,45
a21o_1,132,132
mux2_2,321,321
a21oi_1,414,412
nand4_1,72,72
nor2_1,307,302
buf_4,13,155
nand3_1,131,131
xnor2_1,405,402
a31oi_1,45,45
clkbuf_16,0,106
==> worst reg2reg max path, stage by stage, from the launching register on <==
cell,delay (ps)
edfxtp_1,460
ha_1,360
a21oi_1,630
o31ai_1,170
buf_4,220
o21ai_0,340
a211oi_1,150
buf_4,190
o311a_1,360
o31ai_1,550
o21ai_0,290
xnor2_1,660
xor2_1,720
nand2_1,110
==> state kept, by name, summed over array words and instances (netlist names) <==
register	flops
start_sip	1
u_sip.s_b0	64
u_sip.sip_left	2
u_sip.s_d0	64
feature_mask_r	32
u_sip.s_c0	64
payload	256
u_sip.tag	64
u_sip.state	3
u_sip.done	1
u_sip.blk	3
u_sip.v3	64
u_sip.v0	64
tag_in	64
u_sip.sip_phase	1
u_sip.s_a1	64
u_sip.v2	64
u_sip.in_finalize	1
u_sip.v1	64
==> area by class of cell <==
type	count	share of cell area [%]
tap	1512	2.96
clock buffer	122	4.25
timing repair buffer	214	2.79
multi-input combinational	3837	44.1
antenna	6	0.0235
sequential	940	44.2
inverter	76	0.447
clock inverter	72	1.25
